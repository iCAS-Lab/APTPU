==> ./design.v <==
`timescale 1ns / 1ps
module UDM_16x16  #(parameter	WIDTH = 16) 
( input   wire [WIDTH-1:0] 	 A,B, 
  output  wire [2*WIDTH-1:0] Z       
) ;
wire	[WIDTH/2-1:0]	AL,AH,BL,BH ;
wire	[WIDTH-1:0]		Z1,Z2,Z3,Z4 ;
assign	AL = A[WIDTH/2-1:0] ;   
assign	AH = A[WIDTH-1:WIDTH/2] ;  
assign	BL = B[WIDTH/2-1:0] ;   
assign	BH = B[WIDTH-1:WIDTH/2] ;  
		UDM_8x8 AL_BL (.A(AL),.B(BL),.Z(Z1));
		UDM_8x8 AH_BL (.A(AH),.B(BL),.Z(Z2));
		UDM_8x8 AL_BH (.A(AL),.B(BH),.Z(Z3));
		UDM_8x8 AH_BH (.A(AH),.B(BH),.Z(Z4));
	assign	Z = Z1 + (Z2 << 8) + (Z3 << 8) + (Z4 << 16) ;
endmodule
`timescale 1ns / 1ps
module UDM_32x32  #(parameter	WIDTH = 32) 
( input   wire [WIDTH-1:0] 	 A,B, 
  output  wire [2*WIDTH-1:0] Z       
) ;
wire	[WIDTH/2-1:0]	AL,AH,BL,BH ;
wire	[WIDTH-1:0]		Z1,Z2,Z3,Z4 ;
assign	AL = A[WIDTH/2-1:0] ;   
assign	AH = A[WIDTH-1:WIDTH/2] ;  
assign	BL = B[WIDTH/2-1:0] ;   
assign	BH = B[WIDTH-1:WIDTH/2] ;  
		UDM_16x16 AL_BL
		(
		.A(AL), 
		.B(BL), 
		.Z(Z1)
		);
		UDM_16x16 AH_BL
		(
		.A(AH),  
		.B(BL),  
		.Z(Z2)
		);
		UDM_16x16 AL_BH
		(
		.A(AL), 
		.B(BH), 
		.Z(Z3)
		);
		UDM_16x16 AH_BH
		(
		.A(AH), 
		.B(BH), 
		.Z(Z4)
		);
	assign	Z = Z1 + (Z2 << 16) + (Z3 << 16) + (Z4 << 32) ;
endmodule
`timescale 1ns / 1ps
module UDM_4x4  #(parameter	WIDTH = 4) 
( input   wire [WIDTH-1:0] 	 A,B, 
  output  wire [2*WIDTH-1:0] Z       
) ;
wire	[WIDTH/2-1:0]	AL,AH,BL,BH ;
wire	[WIDTH-1:0]		Z1,Z2,Z3,Z4 ;
assign	AL = A[WIDTH/2-1:0] ;   
assign	AH = A[WIDTH-1:WIDTH/2] ;  
assign	BL = B[WIDTH/2-1:0] ;   
assign	BH = B[WIDTH-1:WIDTH/2] ;  
		UDM_BB AL_BL  (.A(AL),.B(BL),.Z(Z1));
		UDM_BB AH_BL  (.A(AH),.B(BL),.Z(Z2));
		UDM_BB AL_BH  (.A(AL),.B(BH),.Z(Z3));
		UDM_BB AH_BH  (.A(AH),.B(BH),.Z(Z4));
	assign	Z = Z1 + (Z2<<2) + (Z3<<2) + (Z4<<4) ;
endmodule
`timescale 1ns / 1ps
module UDM_8x8  #(parameter	WIDTH = 8) 
( input   wire [WIDTH-1:0] 	 A,B, 
  output  wire [2*WIDTH-1:0] Z       
) ;
wire	[WIDTH/2-1:0]	AL,AH,BL,BH ;
wire	[WIDTH-1:0]		Z1,Z2,Z3,Z4 ;
assign	AL = A[WIDTH/2-1:0] ;   
assign	AH = A[WIDTH-1:WIDTH/2] ;  
assign	BL = B[WIDTH/2-1:0] ;   
assign	BH = B[WIDTH-1:WIDTH/2] ;  
		UDM_4x4 AL_BL (.A(AL),.B(BL),.Z(Z1)	);
		UDM_4x4 AH_BL (.A(AH),.B(BL),.Z(Z2));
		UDM_4x4 AL_BH (.A(AL),.B(BH),.Z(Z3));
		UDM_4x4 AH_BH (.A(AH),.B(BH),.Z(Z4));
	assign	Z = Z1 + (Z2 << 4) + (Z3 << 4) + (Z4 << 8) ;
endmodule
`timescale 1ns / 1ps
module UDM_BB #(parameter WIDTH = 2)  
(
    input  wire   [WIDTH-1:0]     A,B,      
    output reg   [(2*WIDTH)-1:0] Z         
);
genvar i;
generate
    for (i = 0; i < WIDTH; i = i + 1) begin: GEN_BLK
        always @* begin
            Z[2*i] = A[i] & B[i];   
            if (i < WIDTH - 1) 
                Z[2*i + 1] = (A[i+1] & B[i]) | (A[i] & B[i+1]);
        end
    end
endgenerate
endmodule
==> ./run.sh <==
#!/bin/bash
# OpenROAD 26Q1-2900-gdf79404cd8, Yosys 0.63+post, stock flow scripts
make -C /OpenROAD-flow-scripts/flow DESIGN_CONFIG=/design/flow/config.mk WORK_HOME=/design/flow/orfs finish
==> ./config.mk <==
export PLATFORM = sky130hd
export DESIGN_NAME = UDM_32x32
export DESIGN_NICKNAME = UDM_32x32
export VERILOG_FILES = /design/flow/design.v
export SDC_FILE = /design/flow/constraint.sdc
export NUM_CORES = 4
export LEC_CHECK = 1
export CORE_UTILIZATION = 50
==> ./constraint.sdc <==
current_design UDM_32x32

set clk_period 30.5
set clk_io_pct 0.2

create_clock -name clk0 -period $clk_period

set non_clock_inputs [all_inputs -no_clocks]
set_input_delay [expr $clk_period * $clk_io_pct] -clock clk0 $non_clock_inputs
set_output_delay [expr $clk_period * $clk_io_pct] -clock clk0 [all_outputs]
==> flow_summary.json <==
{
  "hold_violations": 0,
  "cts.repair.resized": 0,
  "synth_cell_types": 77,
  "wl_met2_um": 42490,
  "warning_count": 32,
  "flops": 0,
  "ir_drop_v": 0.0008230,
  "hold_buffers": 0,
  "switching_power_w": 0.008169,
  "powerDensity_nw_per_um2": 420.7,
  "critPathKind": "in -> out",
  "yosys_warnings": 257,
  "dpl.cell_count": 5401,
  "syn-cell-area_sq_um": 35260,
  "fmax_mhz": 39.13,
  "setup_viol": 0,
  "placed_area_sq_um": 37570,
  "die_area_sq_um": 71590,
  "setup_tns_ps": 0,
  "clkbuf_count": 0,
  "detail_route.drc_violations": 0,
  "drive_gt1_share_pct": 2.174,
  "hold_path_class": "in -> out",
  "regArea_sq_um": 0,
  "ys_seq_share_pct": 0,
  "mi_logic_area_sq_um": 31910,
  "final.min_clock_period_ps": 25560,
  "io_buffers": 128,
  "area_delta_synth_final_pct": 6.557,
  "synthCells": 4435,
  "ant_nets": 0,
  "maxSlewViolCount": 0,
  "crit_slowest_cell": "a2111oi_0",
  "max_stage_delay_ps": 580,
  "rsz0062_at_grt": "no",
  "final_cells": 5402,
  "cts_setup_buffers": 0,
  "gp_congestion": 0.9206,
  "routed_wirelength_um": 91780,
  "wl_met3_um": 4316,
  "place_hpwl_um": 73540,
  "cp-start-kind": "input pin",
  "status": "finished, final reports clean",
  "die_w_um": 267.6,
  "arrival_ps": 19460,
  "path_max_fanout": 32,
  "grt_first_pass_wirelength_um": 149500,
  "intPower_w": 0.007637,
  "vias": 28710,
  "worstMarginPinSlew_ps": 883.8,
  "yosysChipArea_sq_um": 35260,
  "routed_via_density": 5.315,
  "initial_utilization_pct": 50.44,
  "yosys_cells": 4435,
  "grt_pass1_vias": 28260,
  "grt_max_degree": 34,
  "overflow": 0,
  "drtPass1Iterations": 12,
  "layout_top_cell": "ha_1",
  "end_kind": "output port",
  "drv_cap": 0,
  "finalClockPeriodUsage_pct": 83.80,
  "antenna_found_initial": 2,
  "switching_share_pct": 51.68,
  "hold_start": "B[0]",
  "core-area_sq_um": 69910,
  "nFillCells": 6794,
  "critPathRequiredTime_ps": 24400,
  "most-common-layout-cells": "ha_1, inv_1, a21oi_1",
  "grt_use_total_pct": 27.40,
  "m1WireLength_um": 43750,
  "die_height_um": 267.6,
  "syn_avg_cell_area_sq_um": 7.951,
  "whs_path_depth": 4,
  "drt_iter0_markers": 1099,
  "num_rows": 97,
  "wl_per_cell_um": 16.99,
  "p_leak_nw": 20.28,
  "slew_headroom_pct": 39.55,
  "fin_area_sq_um": 37580,
  "whs_endpoint": "Z[0]",
  "design.portCount": 128,
  "highest_layer": "met4"
}
-- cell type report --
type	count	area share, %
inverters	723	7.222
well taps	940	3.130
diodes	1	0.006660
repair buffers	193	4.708
multi-input cells	3545	84.93
-- power by group through the flow --
| stage | Sequential (W) | Clock, W | Combinational (W) |
|---|---|---|---|
| after CTS | 0 | 0 | 0.0161 |
| after global routing | 0 | 0 | 0.0175 |
-- kinds of logic (layout without fill, tap and decap cells) --
logic type	after synthesis	in the layout	share of synthesized area [%]
adders and majority gates	1121	1121	46.10
xor gates and xnor gates	499	499	12.46
other	0	1	0
muxes	3	3	0.08870
AOI/OAI and AO/OA	1002	1002	19.17
buffers and inverters	890	916	9.498
and+or+nand+nor	920	920	12.68
-- stage by stage --
| stage | setup WS [ps] | util [%] | hold slack (ps) | total power [W] |
|---|---|---|---|---|
| after floorplan | 7500 | - | 12270 | 0.008932 |
| after global placement | 5136 | 53.75 | 13420 | 0.01602 |
| after detailed placement | 5029 | 53.75 | 13400 | 0.01600 |
| after CTS | 4970 | 53.75 | 13410 | 0.01608 |
| after global routing | 3781 | 53.75 | 13450 | 0.01747 |
| final | 4942 | 53.75 | 13400 | 0.01581 |
-- worst max path at each step --
| stage | end | start |
|---|---|---|
| CTS | Z[58] | A[1] |
| global route | Z[58] | A[1] |
| finish | Z[58] | A[1] |
-- cell usage after synthesis, drive strengths merged (10+ instances only) --
cell | count | area, sq um
ha | 824 | 10310
inv | 723 | 2714
a21oi | 381 | 1911
xnor2 | 347 | 3047
nand2 | 336 | 1261
fa | 297 | 5946
and2 | 242 | 1514
nor2 | 186 | 698.2
a22o | 183 | 1603
clkbuf | 159 | 596.8
xor2 | 152 | 1346
a21o | 150 | 1126
o21bai | 116 | 874.6
o21ai | 68 | 340.3
nor2b | 47 | 294.0
o21a | 25 | 195.2
nand3 | 23 | 120.1
nand2b | 18 | 112.6
nor3 | 18 | 90.09
a31oi | 11 | 105.1
or3 | 11 | 73.82
a22oi | 10 | 75.07
o211ai | 10 | 88.83
-- worst max-delay path: cells and delay by family --
family | cells | cell delay [ps]
AND-OR/OR-AND | 21 | 5210
XOR/XNOR | 5 | 860
adder cells (fa/ha/maj) | 13 | 4630
buffers and inverters | 10 | 1740
AND/OR/NAND/NOR | 5 | 880
-- per-layer routing --
layer,vias up,track usage (%)
li1,14790,-
met1,13420,39.42
met2,455,45.50
met3,48,4.118
met4,0,3.274
met5,-,0
Power and IR drop assume default switching activity.
