## /design/flow/run.sh

```bash
#!/bin/bash
# OpenROAD 26Q1-2900-gdf79404cd8, Yosys 0.63+post, stock flow scripts
make -C /OpenROAD-flow-scripts/flow DESIGN_CONFIG=/design/flow/config.mk WORK_HOME=/design/flow/orfs finish
```

## /design/flow/config.mk

```make
export PLATFORM = sky130hd
export DESIGN_NAME = EIM32x32
export DESIGN_NICKNAME = EIM32x32
export VERILOG_FILES = /design/flow/design.v
export SDC_FILE = /design/flow/constraint.sdc
export NUM_CORES = 4
export LEC_CHECK = 1
export CORE_UTILIZATION = 40
```

## /design/flow/constraint.sdc

```tcl
current_design EIM32x32

set clk_period 52.4
set clk_io_pct 0.2

create_clock -name clk0 -period $clk_period

set non_clock_inputs [all_inputs -no_clocks]
set_input_delay [expr $clk_period * $clk_io_pct] -clock clk0 $non_clock_inputs
set_output_delay [expr $clk_period * $clk_io_pct] -clock clk0 [all_outputs]
```

## /design/flow/design.v

```verilog
`timescale 1ns / 1ps
module EIM16x16 #(parameter WIDTH = 16)   
(
input	wire	[WIDTH-1:0]		A,B,
output	wire	[2*WIDTH-1:0]	R
);
wire	[WIDTH/2-1:0]	AL,AH,BL,BH ;
wire	[WIDTH-1:0]		R1,R2,R3,R4 ;
assign	AL = A[WIDTH/2-1:0] ;   
assign	AH = A[WIDTH-1:WIDTH/2] ;  
assign	BL = B[WIDTH/2-1:0] ;   
assign	BH = B[WIDTH-1:WIDTH/2] ;  
		EIM8x8 AL_BL
		(
		.A(AL), 
		.B(BL), 
		.R(R1)
		);
		EIM8x8 AH_BL
		(
		.A(AH),  
		.B(BL),  
		.R(R2)
		);
		EIM8x8 AL_BH
		(
		.A(AL), 
		.B(BH), 
		.R(R3)
		);
		EIM8x8 AH_BH
		(
		.A(AH), 
		.B(BH), 
		.R(R4)
		);
	assign	R = R1 + (R2 << 8) + (R3 << 8) + (R4 << 16) ;
endmodule
`timescale 1ns / 1ps
module EIM32x32 #(parameter WIDTH = 32)
(
input	wire	[WIDTH-1:0]		A,B,
output	wire	[2*WIDTH-1:0]		R
);
wire	[WIDTH/2-1:0]	AL,AH,BL,BH ;
wire	[WIDTH-1:0]		R1,R2,R3,R4 ;
assign	AL = A[WIDTH/2-1:0] ;   
assign	AH = A[WIDTH-1:WIDTH/2] ;  
assign	BL = B[WIDTH/2-1:0] ;   
assign	BH = B[WIDTH-1:WIDTH/2] ;  
		EIM16x16 #(WIDTH/2) AL_BL		(
		.A(AL), 
		.B(BL), 
		.R(R1)
		);
		EIM16x16 #(WIDTH/2) AH_BL
		(
		.A(AH),  
		.B(BL),  
		.R(R2)
		);
		EIM16x16 #(WIDTH/2) AL_BH
		(
		.A(AL), 
		.B(BH), 
		.R(R3)
		);
		EIM16x16 #(WIDTH/2) AH_BH
		(
		.A(AH), 
		.B(BH), 
		.R(R4)
		);
	assign	R = R1 + (R2 << WIDTH/2) + (R3 << WIDTH/2) + (R4 << WIDTH) ;
endmodule
`timescale 1ns / 1ps
module EIM4x4 #(parameter WIDTH = 4)
(
input	wire	[WIDTH-1:0]		A,B,
output	wire	[2*WIDTH-1:0]		R
);
wire	anding_A0_B3 ;
wire anding_A1_B3, anding_A2_B3, anding_A3_B3, anding_A3_B0, anding_A3_B1, anding_A3_B2, anding_A1_B2, anding_A2_B1, anding_A2_B2, anding_A3_B2_A2_B3;
assign anding_A0_B3 = A[0] & B[3] ;
assign anding_A1_B3 = A[1] & B[3] ;
assign anding_A2_B3 = A[2] & B[3] ;
assign anding_A3_B3 = A[3] & B[3] ;
assign anding_A3_B0 = A[3] & B[0] ;
assign anding_A3_B1 = A[3] & B[1] ;
assign anding_A3_B2 = A[3] & B[2] ;
assign anding_A1_B2 = A[1] & B[2] ;
assign anding_A2_B1 = A[2] & B[1] ;
assign anding_A2_B2 = A[2] & B[2] ;
assign anding_A3_B2_A2_B3 = anding_A3_B2 & anding_A2_B3 ;
assign R[0] = A[0] & B[0] ;
assign R[1]	= (A[0] & B[1]) | (A[1] & B[0]) ;
assign R[2]	= (A[0] & B[2]) | (A[1] & B[1]) | (A[2] & B[0]) ;
assign R[3]	= anding_A0_B3 | anding_A1_B2 | anding_A2_B1 | anding_A3_B0 ;
assign R[4]	= (anding_A0_B3 & anding_A1_B2 & anding_A2_B1 & anding_A3_B0) | (anding_A1_B3 | anding_A2_B2);
assign R[5]	= (anding_A1_B3 & anding_A2_B2 & anding_A3_B1) ^ ( anding_A2_B3 ^ anding_A3_B2);
assign R[6]	= anding_A3_B2_A2_B3 ^ anding_A3_B3 ;
assign R[7]	= anding_A3_B2_A2_B3 & anding_A3_B3;
endmodule
`timescale 1ns / 1ps
module EIM8x8 #(parameter WIDTH = 8)                 
(
input	wire	[WIDTH-1:0]		A,B,
output	wire	[2*WIDTH-1:0]	R
);
wire	[WIDTH/2-1:0]	AL,AH,BL,BH ;
wire	[WIDTH-1:0]		R1,R2,R3,R4 ;
assign	AL = A[WIDTH/2-1:0] ;   
assign	AH = A[WIDTH-1:WIDTH/2] ;  
assign	BL = B[WIDTH/2-1:0] ;   
assign	BH = B[WIDTH-1:WIDTH/2] ;  
		EIM4x4 AL_BL		(
		.A(AL), 
		.B(BL), 
		.R(R1)
		);
		EIM4x4 AH_BL
		(
		.A(AH),  
		.B(BL),  
		.R(R2)
		);
		EIM4x4 AL_BH
		(
		.A(AL), 
		.B(BH), 
		.R(R3)
		);
		EIM4x4 AH_BH
		(
		.A(AH), 
		.B(BH), 
		.R(R4)
		);
	assign	R = R1 + (R2 << 4) + (R3 << 4) + (R4 << 8) ;
endmodule
```

==> results.yml <==
# synthesis and place-and-route metrics
yosys:
  netlist_instances: 3440
  area_leaders: "ha_1, fa_1, xnor2_1"
  largest_area_cell: "ha_1"
  syn_avg_cell_area_um2: 7.85
  ys_cells: 3440
  yosysUniqueCellTypes: 69
  ys_warn_count: 0
  top_cell_area_share_pct: 26.3
  synth_seq_share_pct: 0
  yosys_area_mm2: 0.0270
  syn_area_mm2: 0.0270
global_routing:
  grt_pass1_wl_um: 127000
  first_global_vias: 23100
  overflow: 0
  track_usage_pct: 24.1
  grt_max_degree: 34
  antenna_found_initial: 0
worst_setup_path:
  arrival_ps: 22830
  cpPeakStageDelay_ps: 540
  crit_required_ps: 41920
  crit_fanout: 33
  critPathLaunchType: "primary input"
  cpMaxStageDelayCell: "fa_1"
  critPathKind: "primary input to output port"
  crit_family: "AND-OR/OR-AND gates"
  critical_path_buf_inv_count: 8
  crit_cells: 48
  critPathCaptureType: "output port"
finish:
  drive_gt1_share_pct: 2.82
  nClkBuffers: 0
  seq_cell_count: 0
  most-common-layout-cells: "ha_1, inv_1, xnor2_1"
  syn_to_final_growth_pct: 7.95
  fin_cells: 4305
  regArea_um2: 0
  final_common_cell: "ha_1"
placement:
  hpwl_um: 60400
  placed_cells: 4305
  port_buffers: 128
  routabilityCongestion: 0.910
detailed_routing:
  finalWirelength_um: 80100
  drc_errors: 0
  vias: 24000
  wl_per_cell_um: 18.6
  firstDrtPassIters: 9
  avgViaCountPerCell: 5.57
  ant_nets: 0
  drt_iter0_drc: 1642
  antenna_cells: 0
final_timing:
  hold_viol_final: 0
  tightest_slew_ps: 797
  slew_viol_final: 0
  maxSlewHeadroom_pct: 46.8
  fmax_mhz: 30.0
  finalSetupTns_ps: 0
  fin_crit_sh_pct: 63.6
  setup_viol: 0
  rsz0062_at_grt: "no"
  min_period_ps: 33310
min_path:
  hp-class: "primary input to output port"
  hold_path_depth: 4
die:
  die_w_um: 262
  ios: 128
  initial_core_util_pct: 40.7
  dieArea_mm2: 0.0686
  fp-row-count: 94
  core_area_mm2: 0.0663
  die_h_um: 262
clock_network:
  post_cts_buffers: 0
  ctsHoldBuffers: 0
  cts.repair.resized: 0
flow_run:
  warning_count: 32
  cap_viol_max_count: 0
run_status:
  status: "finished clean"
metrics by stage:
step	util, %	setup slack (ps)	hold slack [ps]	cell area (µm²)
2_1_floorplan	-	21870	21250	27000
3_3_place_gp	44.0	19260	22210	29200
3_5_place_dp	44.0	19150	22190	29200
4_1_cts	44.0	19100	22210	29200
5_1_grt	44.0	18100	22270	29200
6_report	44.0	19090	22210	29200
routing by layer:
| layer | routed length, µm | track usage, % | part of all wire [%] | vias up |
|---|---|---|---|---|
| li1 | - | - | - | 12000 |
| met1 | 37800 | 35.1 | 47 | 11200 |
| met2 | 35400 | 38.6 | 44 | 739 |
| met3 | 5120 | 3.16 | 6.4 | 87 |
| met4 | 1820 | 4.78 | 2.3 | 0 |
| met5 | 0 | 0 | 0 | - |
path summary, 6_finish.rpt:
kind	startpoint	endpoint
max	A[1]	R[61]
min	B[1]	R[1]
layout make-up:
| class | instances | area, µm² |
|---|---|---|
| fillers | 6685 | 37200 |
| inverters | 417 | 1570 |
| repair buffers | 199 | 1810 |
| multi-input cells | 2825 | 24700 |
| well taps | 864 | 1080 |
Yosys cell counts (all sizes together) (15+ instances only):
master / count
ha: 568
inv: 417
xnor2: 274
a21oi: 241
and2: 231
clkbuf: 194
nor2: 179
fa: 169
xor2: 161
a22o: 134
nand2: 134
o21bai: 104
a22oi: 91
a21o: 84
o21ai: 67
a222oi: 64
nand3: 54
nor2b: 51
a221oi: 32
nor3: 28
o21a: 22
nand2b: 15
logic make-up (layout without fill, tap and decap cells):
| family | count (synthesis) | in the layout | synth area share [%] |
|---|---|---|---|
| xor gates and xnor gates | 435 | 435 | 14.2 |
| adders and majority gates | 737 | 737 | 38.8 |
| AOI/OAI and AO/OA | 912 | 912 | 24.3 |
| buffers and inverters | 615 | 616 | 8.56 |
| muxes | 2 | 2 | 0.0741 |
| and+or+nand+nor | 739 | 739 | 14.0 |
worst min-delay path, delay by kind of cell:
kind            cells  cell delay [ps]
compound gates      1              220
buf+inv             3             1030
